[flow/run.sh]
#!/bin/bash
# OpenROAD 26Q1-2900-gdf79404cd8, Yosys 0.63+post, stock flow scripts
make -C /OpenROAD-flow-scripts/flow DESIGN_CONFIG=/design/flow/config.mk WORK_HOME=/design/flow/orfs finish
[flow/config.mk]
export PLATFORM = sky130hd
export DESIGN_NAME = tes_mux_sseg_counter4_up
export DESIGN_NICKNAME = tes_mux_sseg_counter4_up
export VERILOG_FILES = /design/flow/design.v
export SDC_FILE = /design/flow/constraint.sdc
export NUM_CORES = 4
export LEC_CHECK = 1
export CORE_UTILIZATION = 50
[flow/constraint.sdc]
current_design tes_mux_sseg_counter4_up

set clk_period 2.2
set clk_io_pct 0.2

create_clock -name clk0 -period $clk_period [get_ports {clk}]

set non_clock_inputs [all_inputs -no_clocks]
set_input_delay [expr $clk_period * $clk_io_pct] -clock clk0 $non_clock_inputs
set_output_delay [expr $clk_period * $clk_io_pct] -clock clk0 [all_outputs]
[flow/design.v]
module counter4_up(
  input clk,
  input rst,
  output reg [3:0] cnt
);
  wire [3:0] q_next;
  always@(posedge clk, posedge rst)
  if(rst)
    cnt <= 0;
  else
    cnt <= q_next;
  assign q_next = cnt + 1;
endmodule
module debouncer(
  input clk,  
  input PB,   
  output reg PB_state   
);
  reg PB_sync_0;
  always @(posedge clk) PB_sync_0 <= PB;
  reg PB_sync_1;
  always @(posedge clk) PB_sync_1 <= PB_sync_0;
  reg [15:0] PB_cnt;
  always @(posedge clk)
  if(PB_state==PB_sync_1)
    PB_cnt <= 0;
  else
  begin
    PB_cnt <= PB_cnt + 1'b1; 
    if(PB_cnt == 16'hffff) PB_state <= ~PB_state; 
  end
endmodule
module hex_to_sseg_case(
  input [3:0] hex,
  output reg [7:0] sseg );
  always @*
  begin
    case(hex)
      4'b0000: sseg = 8'b1100_0000;  
      4'b0001: sseg = 8'b1111_1001;  
      4'b0010: sseg = 8'b1010_0100;  
      4'b0011: sseg = 8'b1011_0000;  
      4'b0100: sseg = 8'b1001_1001;  
      4'b0101: sseg = 8'b1001_0010;  
      4'b0110: sseg = 8'b1000_0010;  
      4'b0111: sseg = 8'b1111_1000;  
      4'b1000: sseg = 8'b1000_0000;  
      4'b1001: sseg = 8'b1001_0000;  
      4'b1010: sseg = 8'b1000_1000;  
      4'b1011: sseg = 8'b1000_0011;  
      4'b1100: sseg = 8'b1100_0110;  
      4'b1101: sseg = 8'b1010_0001;  
      4'b1110: sseg = 8'b1000_0110;  
      4'b1111: sseg = 8'b1000_1110;  
    endcase
  end
endmodule
module mux_sseg_4dig(
  input wire clk, reset,
  input [7:0] dig3, dig2, dig1, dig0,
  output reg [3:0] en_dig,
  output reg [7:0] sseg
  );
  localparam N = 18;
  reg [N-1:0] q_reg;
  wire [N-1:0] q_next;
  always@(posedge clk, posedge reset)
  if(reset)
    q_reg <= 0;
  else
    q_reg <= q_next;
  assign q_next = q_reg + 1'b1;
  always @*
  case(q_reg[N-1:N-2])
    2'b00:
      begin
        en_dig = 4'b1110;
        sseg = dig0;
      end
    2'b01:
      begin
        en_dig = 4'b1101;
        sseg = dig1;
      end
    2'b10:
      begin
        en_dig = 4'b1011;
        sseg = dig2;
      end
    2'b11:    
      begin
        en_dig = 4'b0111;
        sseg = dig3;
      end
  endcase
endmodule
module tes_mux_sseg_counter4_up(
  input clk,
  input [3:0] btn,
  input reset,
  output [3:0] led,
  output [7:0] sseg,
  output [3:0] en_dig  
);
  wire [3:0] cnt0, cnt1, cnt2, cnt3;
  wire [7:0] dig0, dig1, dig2, dig3;
  wire [3:0] dbtn;
  wire dreset;
  debouncer DB0( clk, btn[0], dbtn[0] );
  debouncer DB1( clk, btn[1], dbtn[1] );
  debouncer DB2( clk, btn[2], dbtn[2] );
  debouncer DB3( clk, btn[3], dbtn[3] );
  debouncer DBr( clk, reset, dreset ); 
  counter4_up CNT0( ~dbtn[0], ~dreset, cnt0 );
  counter4_up CNT1( ~dbtn[1], ~dreset, cnt1 );
  counter4_up CNT2( ~dbtn[2], ~dreset, cnt2 );
  counter4_up CNT3( ~dbtn[3], ~dreset, cnt3 );  
  assign led = ~cnt0;  
  hex_to_sseg_case BCD4SSEG0( cnt0, dig0);
  hex_to_sseg_case BCD4SSEG1( cnt1, dig1);
  hex_to_sseg_case BCD4SSEG2( cnt2, dig2);
  hex_to_sseg_case BCD4SSEG3( cnt3, dig3);  
  mux_sseg_4dig MUXSSEG( clk, ~dreset, dig3, dig2, dig1, dig0, en_dig, sseg); 
endmodule
==> changes_impl.md <==
## Implementation

- R2R Setup Slk: about 370 ps
- HP Start: DBr.PB_sync_0
- DR pass1 iterations: 6
- Synth Area in XOR/XNOR: 12.1%
- Syn avg cell area: around 9.5 µm²
- Final setup viols: 1
- Adder Area Share: around 6.6%
- Part of the cycle the worst path needs: 104%
- Endpoints left unconstrained: 20
- Post-synth design cell area: just over 6000 µm²
- Critical R2R Launch: DB0.PB_cnt[0]
- TritonCTS clock tree: yes
- Aoi share: 6.64%
- Worst Path Required: roughly 1800 ps
- HP Class: flip-flop to flip-flop
- Diodes inserted: 0
- Num CTS Buffers: 17
- Setup crit end kind: output port
- Simple Share, Synth: around a fifth
- Hold Crit Depth: 0
- Final WL: between 10000 and 15000 µm
- Fmax: about 440 MHz
- Yosys reg bits: 129
- DRT antenna net count: 0
- Top cells by area: dfxtp_1 (29%), dfrtp_1 (7.2%), xnor2_1 (7.0%)
- Status: finished with violations
- Final worst slack: -94.7 ps
- Max Slew Vio Count: 0
- Die Area: about 13000 µm²
- Routed wl met3: roughly 330 µm
- Initial antenna violation count: 0
- Top layer reached by signal wires: met4
- Non-Filler Instances: 875
- Peak supply drop: ~0.0006 V
- Post-synth mux share: between 5 and 6%
- R2r endpoint: DB0.PB_cnt[14]
- Core ar.: roughly 12000 µm²
- Initial Util: between 50% and 60%
- DR WL/cell: around 12 µm
- Met1 wire length: approximately 5400 µm
- Hold Fails Final Rpt: 0
- CP max FO: 8
- Fraction of layout cells with a size suffix above 1: around 11%
- CTS H-tree depth: 4
- Post-synth EDFFs: 5
- Global-route usage over all layers: 18.3%
- Yosys stat chip area: around 6200 µm²
- Synth cell types: ~53
- Die Y: approximately 110 µm
- Register pins left without a clock: 16
- Minimum clock period: 2290 ps
- Late-Pin Clk Latency: approximately 400 ps
- Root buffer cell: clkbuf_16
- Log Warnings: about 50
- HPWL Detailed: 7110 µm
- First-pass GRT wire length: between 15000 and 20000 µm
- Sequential area share after synthesis: approximately 45%
- Hold-fix buffer count after cts: 0
- Clock Tree Buf Depth: 2
- Setup TNS: -94.7 ps
- Post-synthesis cell count from yosys: 655
- Comb area leader: simple AND/OR/NAND/NOR gates
- Area share, top type: 28.9%
- RSZ-0062 raised after global routing: true
- Most numerous cell in the Yosys netlist: dfxtp_1
- Vias: around 4500
- Vias per cell: just over 5
- Final RePlAce weighted congestion: 0.830
- Met2 Wirelength: around 4600 µm
- Ys async rst share: a little over a quarter
- Dominant flop cell: dfxtp_1
- I/O pin count: 22
- Max reg flops: 18
- Worst slew pin tran: ~530 ps
- Worst reg2reg path depth: 5
- Failing checks: setup timing
- Vias in the first global route: around 4200
- Die Wd: approximately 110 µm
- Slew HR: between 60% and 70%
- Setup CP Type: flip-flop to output port
- DRC: 0
- Synthesized instance count: 655
- Syn. warnings: 4
- Port Buffers: 20
- Crit path DAT: roughly 1900 ps
- 1st-iter DRT viols: ~260
- DP Worst Slack: around 70 ps
- Clock transition at path regs: ~50 ps
- Area Overhead vs Synth: 17.6%
- Element type at the critical path start: flip-flop
- Yosys top cell by area: dfxtp_1
- LEAKAGE: 2.96 nW
- Grt ovf: 0
- Most frequent cells after synthesis: dfxtp_1 (90), nor2_1 (84), xnor2_1 (50)
- Worst Clk Skew: roughly 5.6 ps
- Largest net degree at the start of global routing: 36
- Worst Hold Endpoint: DBr.PB_sync_1
- Placed cells: between 800 and 900
- Power per cell area: approximately 660 nW/µm²
- Row count: about 40
- Max Cap Viol: 0
-- worst max-delay path by stage --
stage / startpoint / endpoint / slack, ps / depth (start not counted)
6_report: MUXSSEG.q_reg[16] / sseg[5] / -90 / 5
4_1_cts: MUXSSEG.q_reg[16] / sseg[3] / -100 / 5
5_1_grt: MUXSSEG.q_reg[16] / sseg[5] / -160 / 5
-- per-stage QoR --
stage	power (mW)	hold slack, ps	utilization (%)	instance area [µm²]
floorplan	2.22	310	-	6240
global placement	2.25	311	54.8	6630
detailed placement	2.26	316	54.8	6630
CTS	4.89	328	60.3	7310
global route	5.00	329	60.6	7340
finish	4.81	325	60.6	7340
-- placed cells by master, fill, tap and decap left out, types with 18 or more instances in the layout --
cell type and n:
clkbuf_16 18, inv_1 33, o21ai_0 21, a21oi_1 19, nand4_1 21, dfxtp_1 90
nor2_1 84, nand2_1 32, xor2_1 36, nand3_1 39, nor3_1 22, xnor2_1 50
ha_1 33
-- worst max-delay path, stage by stage, from the launching register on --
cell and delay, ps:
dfrtp_2 410, buf_6 150, a31oi_1 50, a221oi_1 260, a21o_1 130, clkdlybuf4s50_1 460
-- report_power, final --
part,leakage (nW),internal [mW],switching [mW],total [mW]
Combinational,1.46,0.0411,0.0462,0.0873
Sequential,1.22,2.10,0.0279,2.13
Clock,0.280,1.73,0.862,2.60
Total,2.96,3.88,0.936,4.81
-- cell families (layout without fill, tap and decap cells) --
kind of cell | count (synthesis) | count (layout)
flip-flops | 129 | 129
other | 1 | 1
AND/OR/NAND/NOR | 260 | 260
buffers and inverters | 52 | 104
XOR/XNOR | 86 | 86
multiplexers | 25 | 25
AND-OR/OR-AND | 69 | 69
adder cells (fa/ha/maj) | 33 | 33
-- cell type report --
type                       instances  area, µm²
fill                             980       4770
tap                              168        210
multi-input combinational        474       3270
clock buffer                      28        528
clock inverter                     4       47.5
sequential                       129       2810
inverter                          33        124
timing repair buffer              39        354
-- timing repair --
action,4_1_cts,5_1_grt
buffers inserted,10,0
gates resized,14,10
pin swaps,6,2
cloned,0,0
endpoints found under the hold margin,0,0
endpoints found under the setup margin,10,5
-- routing by layer --
metal / global-route usage, % / vias up
met5: 0 / -
met4: 3.16 / 0
met3: 3.41 / 11
met2: 27.9 / 58
met1: 28.7 / 2043
li1: - / 2344
Power figures rest on the tool's default switching activity, not on a simulated workload.
