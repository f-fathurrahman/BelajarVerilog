==> flow/design.v <==
module clock_100s( clk, clk100s );
  input clk;
  output reg clk100s = 0;
  integer count = 0;  
  wire clk_1s;
  clock_1s CLK1s( clk, clk_1s );
  always @(posedge clk_1s)
    if (count == 99)
      begin
        count <= 0;
        clk100s <= 1;
      end
    else
      begin
        count <= count+1;
        clk100s <= 0;
      end
endmodule
module clock_1ms( clk, clk1ms );
  input clk;
  output reg clk1ms = 0;  
  integer count = 0;
  always @(posedge clk)
    if (count == 49999)
      begin
        count <= 0;
        clk1ms <= 1;
      end
    else
      begin
        count <= count+1;
        clk1ms <= 0;
      end
endmodule
module clock_1s( clk, clk1s );
  input clk;
  output reg clk1s = 0;
  integer count = 0;  
  wire clk_1ms;
  clock_1ms CLK1ms( clk, clk_1ms );
  always @(posedge clk_1ms)
    if (count == 999)
      begin
        count <= 0;
        clk1s <= 1;
      end
    else
      begin
        count <= count+1;
        clk1s <= 0;
      end
endmodule
==> flow/run.sh <==
#!/bin/bash
# OpenROAD 26Q1-2900-gdf79404cd8, Yosys 0.63+post, stock flow scripts
make -C /OpenROAD-flow-scripts/flow DESIGN_CONFIG=/design/flow/config.mk WORK_HOME=/design/flow/orfs finish
==> flow/config.mk <==
export PLATFORM = sky130hd
export DESIGN_NAME = clock_100s
export DESIGN_NICKNAME = clock_100s
export VERILOG_FILES = /design/flow/design.v
export SDC_FILE = /design/flow/constraint.sdc
export NUM_CORES = 4
export LEC_CHECK = 1
export CORE_UTILIZATION = 40
==> flow/constraint.sdc <==
current_design clock_100s

set clk_period 4.5
set clk_io_pct 0.2

create_clock -name clk0 -period $clk_period [get_ports {clk}]

set non_clock_inputs [all_inputs -no_clocks]
set_input_delay [expr $clk_period * $clk_io_pct] -clock clk0 $non_clock_inputs
set_output_delay [expr $clk_period * $clk_io_pct] -clock clk0 [all_outputs]
==> summary.txt <==
flow finished, numbers: number of unconstrained endpoints=67, htree depth=2, Post-CTS Resized=0, fraction of the cycle the final worst path needs=40.9%, CTS Buffer Depth=2, number of warnings in the stage logs=25, Setup Fix Bufs, Post-CTS=0, layout cell share with drive strength beyond 1=5.39%, category of the worst setup path capture point=flop, GRT Resource Usage Total=13.2%, Setup Skew=0.00682 ns, slew at the pin closest to its max-slew limit=0.722 ns, DRC Markers=0, chip area from the yosys synthesis statistics=4150 um2, cell area after technology mapping=4150 um2, clock tree root driver cell=sky130_fd_sc_hd__clkbuf_8, antenna cell count=0, total leakage power=1.45 nW, fp util=41.8%, top-area cell type share of the netlist area=47.8%, number of synthesized flops with an enable pin=0, clock-pin slew on the worst setup and hold paths=0.06 ns, tightest slew margin relative to the limit=51.5%, via count normalized by instance count=5.13, Port-buffer cells=1, DRC marker count from the first detailed-route iteration=93, Hold Path Class=flop to flop, power dissipated by switching net loads=0.101 mW, DR pass1 iterations=4, kind of launch point of the worst setup path=flop, Die Height=104 um, number of violations of the max-capacitance limit=0, switch share=19.0%, clock network fraction of design power=45.0%, top logic cells by instance count in the layout=99 x sky130_fd_sc_hd__dfxtp_1, 65 x sky130_fd_sc_hd__xnor2_1, 32 x sky130_fd_sc_hd__nand4_1, vias in the first global route=2592, Latency at later pin=0.28 ns, total power density per cell area=120 nW/um2, pin count of the biggest net entering global routing=34, min Tclk post-route=1.84 ns, die width=104 um, number of ports placed on the die boundary=2, total wire length=6.68 mm, Post-Synthesis Cells=422, largest driver fanout on the critical path=10, sequential fraction of the synthesis area=47.8%, Max Clk Rate=543 MHz, placement-stage worst setup slack=2.67 ns, floorplan core area=9910 um2, Routability Congestion=0.811, status=finished, final reports clean, total internal power=0.430 mW, pins over their slew limit=0, highest ir drop seen on vdd=106 uV, yosys warning tally=3, count of vias placed by the detailed router=2872, hold bufs inserted after CTS=0, final setup violation count=0, standard-cell row count=36, mean instance size in the synthesized netlist=9.82 um2, Sequential Power Share=55.0%, non-filler instance count after layout=560, CTS tree=yes, dpl hpwl=4.83 mm, cell types occupying the most area after synthesis=sky130_fd_sc_hd__dfxtp_1 48%, sky130_fd_sc_hd__xnor2_1 14%, sky130_fd_sc_hd__xor2_1 4.9%, Commonest Layout Cell=sky130_fd_sc_hd__dfxtp_1, final hold violation count=0, first-pass GRT wire length=11.9 mm, Seq cells post-synth=99, total grt overflow=0, dominant register cell in the synthesized netlist=sky130_fd_sc_hd__dfxtp_1, final standard cell utilization of the core=44.5%, combinational group share of total power=0%, signal arrival time at the worst endpoint=1.98 ns, register pins left without a clock=66, number of different library cells in the post-synthesis netlist=30, critical path required time=4.64 ns, Area growth, synth to finish=6.40%, number of buffers added by the clock tree synthesis step=5, post-route antenna net violation count=0, unrepaired setup endpoints after global routing=no, Final TNS setup=0 ns, Setup CP Type=flop to flop, async set-reset flop share out of synthesis=0%, yosys stat cell total=422, Die ar.=10800 um2, PnR worst setup slack=2.66 ns, routed wire length per instance=11.9 um, cell type with the largest total area after synthesis=sky130_fd_sc_hd__dfxtp_1, Placed Instances=552, number of antenna violations at the first check in global routing=0
[metal layers]
metal  GRT usage [%]  wire length [um]  vias to the layer above
met4           0.816                11                        0
met1            21.9              3700                     1349
met3            1.99               162                        2
met2            19.5              2800                       23
li1                -                 -                     1498
met5               0                 0                        -
[cell type report]
type / instances / area [um2]
Clock buffer: 7 / 96.3
Clock inverter: 1 / 5.00
Fill cell: 934 / 5500
Inverter: 11 / 41.3
Multi-Input combinational cell: 306 / 2090
Sequential cell: 99 / 1980
Tap cell: 133 / 166
Timing Repair Buffer: 3 / 25.0
[registers in the layout, summed over array words and instances, names as in the netlist]
signal               cells
CLK1s.CLK1ms.count      32
CLK1s.clk1s              1
count                   32
clk100s                  1
CLK1s.count             32
CLK1s.CLK1ms.clk1ms      1
[kinds of logic after synthesis]
kind of cell	synth area share, %
xor+xnor	18.6
buf+inv	1.66
flops	47.8
simple gates	30.4
compound gates	0.603
fa+ha+maj	0.906
[through the flow]
step                hold WS [ns]  total power [mW]  cell area [um2]
floorplan                  0.430             0.299             4150
global placement           0.445             0.299             4310
detailed placement         0.450             0.299             4310
CTS                        0.465             0.539             4410
global route               0.501             0.552             4410
finish                     0.461             0.531             4410
[cells in the mapped netlist, types with 4 or more instances]
cell,count
sky130_fd_sc_hd__and2_1,7
sky130_fd_sc_hd__and3_1,13
sky130_fd_sc_hd__and4_1,9
sky130_fd_sc_hd__buf_2,4
sky130_fd_sc_hd__dfxtp_1,99
sky130_fd_sc_hd__inv_1,11
sky130_fd_sc_hd__nand2_1,30
sky130_fd_sc_hd__nand3_1,31
sky130_fd_sc_hd__nand4_1,32
sky130_fd_sc_hd__nor2_1,26
sky130_fd_sc_hd__nor3_1,21
sky130_fd_sc_hd__nor4_1,18
sky130_fd_sc_hd__nor4_4,4
sky130_fd_sc_hd__nor4b_1,4
sky130_fd_sc_hd__xnor2_1,65
sky130_fd_sc_hd__xor2_1,23
[power groups by stage]
stage | registers (mW) | clock network, mW | logic, mW
6_report | 0.292 | 0.239 | 0.000000595
4_1_cts | 0.292 | 0.247 | 0.000000595
5_1_grt | 0.292 | 0.260 | 0.000000595
[worst max-delay path, stage by stage (launching register included)]
cell and delay, ns:
sky130_fd_sc_hd__dfxtp_1 0.37, sky130_fd_sc_hd__ha_1 0.21, sky130_fd_sc_hd__nand3_2 0.18, sky130_fd_sc_hd__nand4b_1 0.25, sky130_fd_sc_hd__nor3_2 0.59, sky130_fd_sc_hd__nor2_1 0.11
[worst paths after layout]
| kind | start | to | slack [ns] | cells after the start |
|---|---|---|---|---|
| setup / recovery | CLK1s.CLK1ms.count[0] | CLK1s.CLK1ms.count[14] | 2.66 | 5 |
| hold / removal | CLK1s.CLK1ms.count[0] | CLK1s.CLK1ms.count[0] | 0.46 | 1 |
| setup reg to reg | CLK1s.CLK1ms.count[0] | CLK1s.CLK1ms.count[14] | 2.66 | 5 |
| hold reg to reg | CLK1s.CLK1ms.count[0] | CLK1s.CLK1ms.count[0] | 0.46 | 1 |
No activity file was given, so power comes from the tool's default toggle rates.
