$ cat design/flow/design.v
module clock_1000s( clk, clk1000s );
  input clk;
  output reg clk1000s = 0;
  integer count = 0;  
  wire clk_1s;
  clock_1s CLK1s( clk, clk_1s );
  always @(posedge clk_1s)
    if (count == 999)
      begin
        count <= 0;
        clk1000s <= 1;
      end
    else
      begin
        count <= count+1;
        clk1000s <= 0;
      end
endmodule
module clock_1ms( clk, clk1ms );
  input clk;
  output reg clk1ms = 0;  
  integer count = 0;
  always @(posedge clk)
    if (count == 49999)
      begin
        count <= 0;
        clk1ms <= 1;
      end
    else
      begin
        count <= count+1;
        clk1ms <= 0;
      end
endmodule
module clock_1s( clk, clk1s );
  input clk;
  output reg clk1s = 0;
  integer count = 0;  
  wire clk_1ms;
  clock_1ms CLK1ms( clk, clk_1ms );
  always @(posedge clk_1ms)
    if (count == 999)
      begin
        count <= 0;
        clk1s <= 1;
      end
    else
      begin
        count <= count+1;
        clk1s <= 0;
      end
endmodule
$ cat design/flow/run.sh
#!/bin/bash
# OpenROAD 26Q1-2900-gdf79404cd8, Yosys 0.63+post, stock flow scripts
make -C /OpenROAD-flow-scripts/flow DESIGN_CONFIG=/design/flow/config.mk WORK_HOME=/design/flow/orfs finish
$ cat design/flow/config.mk
export PLATFORM = sky130hd
export DESIGN_NAME = clock_1000s
export DESIGN_NICKNAME = clock_1000s
export VERILOG_FILES = /design/flow/design.v
export SDC_FILE = /design/flow/constraint.sdc
export NUM_CORES = 4
export LEC_CHECK = 1
export CORE_UTILIZATION = 30
$ cat design/flow/constraint.sdc
current_design clock_1000s

set clk_period 4.5
set clk_io_pct 0.2

create_clock -name clk0 -period $clk_period [get_ports {clk}]

set non_clock_inputs [all_inputs -no_clocks]
set_input_delay [expr $clk_period * $clk_io_pct] -clock clk0 $non_clock_inputs
set_output_delay [expr $clk_period * $clk_io_pct] -clock clk0 [all_outputs]
==> qor.yml <==
placement:
  gp_congestion: 0.8680
  io_buffers: 1
  pre_cts_ws_ps: 2515
  dp_hpwl_mm: 4.777
clock_tree:
  clock_latency_ps: 270
  clockBufferDepth: 2
  hold_buffers: 0
  cts_buffers: 5
  cts_setup_buffers: 0
  clk_pin_slew_ps: 50
  cts-root-buf: "clkbuf_16"
  cts_tree: "done"
  htree_num_levels: 2
  cts_resized: 0
worst_setup_path:
  r2r_setup_slack_ps: 2490
  startpoint: "CLK1s.CLK1ms.count[4]"
  slowest_stage: "nor3_1"
  crit_family: "simple AND/OR/NAND/NOR gates"
  worstPathRequired_ps: 4710
  worst-path-buf-inv: 0
  worst_ep_arrival_time_ps: 2220
  cp-start-kind: "flop"
  r2r-start: "CLK1s.CLK1ms.count[4]"
  end_kind: "flop"
  critical-path-max-stage-delay_ps: 800
  critPathKind: "reg2reg"
  path_cells: "nand4_1 > nor3_1 > and4_1 > xor2_1"
  path_max_fanout: 8
synthesis:
  synthCells: 418
  yosys_cells: 418
  avgSynthCellArea_um2: 9.704
  synthDistinctLibCells: 27
  netlist_area_um2: 4056
  synth-seq-cells: 99
  yosysSeqAreaShare_pct: 48.86
  yosys_warnings: 3
  yosys_area_um2: 4056
sta:
  finalSetupViolCount: 0
  final.setup.tns_ps: 0
  slew_headroom_pct: 40.43
  fin_skew_ps: 2.660
  unclocked_pins: 66
  slew_violations: 0
  fmax_mhz: 497.5
  finalHoldViolations: 0
  min_period_ps: 2010
  rsz0062_at_grt: "no"
  untimed_endpoints: 67
  tightest_slew_ps: 886.8
  timing.final.ws_setup_ps: 2490
  finalClockPeriodUsage_pct: 44.67
global_route:
  grt_max_degree: 34
  grt_pass1_vias: 2779
  antenna_found_initial: 0
  grt_usage_pct: 10.30
  grt-ovfl-total: 0
  grt_pass1_wl_mm: 12.26
run_status:
  status: "finished, final reports clean"
pwr:
  netSwitchingPower_w: 0.0001136
  pwr-share-clk_pct: 54.3
  cellInternalPower_w: 0.0005263
  power.share.switching_pct: 17.75
  irDropWorstVdd_mv: 0.2157
  power_density_nw_per_um2: 143.9
  seq_power_share_pct: 45.7
  p_leak_nw: 1.356
  comb_power_share_pct: 0
route:
  drc: 0
  via_per_inst: 4.706
  routed_wl_mm: 6.672
  ant_nets: 0
  initialDrtViolationCount: 84
  vias: 2833
  avgRoutedWirePerCell_um: 11.08
  dr.pass1.iters: 4
  antennaDiodeCount: 0
finish:
  most-common-layout-cells: "dfxtp_1 (99), xnor2_1 (74), nand4_1 (46)"
  final_layout_size_suffix_gt1_share_pct: 4.695
  syn2layout_area_growth_pct: 9.655
  layout_top_cell: "dfxtp_1"
  fin_util_pct: 33.72
die:
  die_height_um: 118.3
  io_pins: 2
  num_rows: 42
  coreArea_um2: 13190
  die_area_um2: 13990
  fp_util_pct: 30.75
  die_w_um: 118.3
job:
  drv_cap: 0
  warning_count: 25
hold_path:
  hold_start: "CLK1s.CLK1ms.count[0]"
  worst_hold_path_type: "reg2reg"
==> kinds of logic (layout without fill, tap and decap cells) <==
group,count (synthesis),in the layout,synth area share (%)
buffers and inverters,10,18,0.9255
XOR/XNOR,90,90,19.43
adder cells (fa/ha/maj),3,3,0.9255
flip-flops,99,99,48.86
AND/OR/NAND/NOR,216,216,29.86
==> power groups by stage <==
stage | combinational [W] | sequential, W | clock (W)
after CTS | 0.000000000479 | 0.000293 | 0.000352
after global routing | 0.000000000479 | 0.000292 | 0.000369
final | 0.000000000479 | 0.000293 | 0.000347
==> stage by stage <==
step	hold WS (ps)	cell area [um^2]	instances	power [W]
3_3_place_gp	443.4	4290	594	0.0002986
6_report	463.1	4448	602	0.0006399
2_1_floorplan	429.5	4056	418	0.0002986
3_5_place_dp	454.6	4290	594	0.0002986
4_1_cts	465.6	4448	602	0.0006445
5_1_grt	489.1	4448	602	0.0006609
==> worst paths after layout <==
check,to,depth (start not counted)
setup / recovery,CLK1s.CLK1ms.count[13],4
hold / removal,CLK1s.CLK1ms.count[0],1
setup reg to reg,CLK1s.CLK1ms.count[13],4
hold reg to reg,CLK1s.CLK1ms.count[0],1
==> final cells by class <==
type / instances / area, um^2
sequential: 99 / 1982
tap: 176 / 220.2
fill: 1296 / 8742
inverter: 7 / 26.28
clock buffer: 7 / 152.6
timing repair buffer: 3 / 25.02
multi-input combinational: 309 / 2037
clock inverter: 1 / 5.005
==> worst register-to-register path: cells and delay by family, from the launching register on <==
kind	cells	cell delay (ps)
simple gates	3	1390
flops	1	420
xor+xnor	1	140
==> routing by layer <==
layer  part of all wire (%)  wire (um)  global-route usage, %  vias to the layer above
li1                       -          -                      -                     1489
met1                     53       3560                  16.23                     1317
met2                     45       2987                  16.25                       23
met3                    1.5         97                 0.8858                        4
met4                   0.39         26                 0.9615                        0
met5                      0          0                      0                        -
==> flip-flops by register name, summed over array words and instances (netlist names) <==
name,count
CLK1s.clk1s,1
count,32
CLK1s.CLK1ms.clk1ms,1
clk1000s,1
CLK1s.CLK1ms.count,32
CLK1s.count,32
==> synth_stat cells, drive strengths merged <==
| master | n | area (um^2) |
|---|---|---|
| nand3 | 31 | 155.2 |
| clkbuf | 2 | 7.510 |
| inv | 7 | 26.28 |
| nor2b | 3 | 18.77 |
| and4 | 4 | 35.03 |
| nand2 | 29 | 108.9 |
| or4 | 3 | 26.27 |
| nor4 | 23 | 162.7 |
| ha | 3 | 37.54 |
| and3 | 13 | 81.33 |
| or4b | 1 | 10.01 |
| xnor2 | 74 | 648.1 |
| nand4 | 46 | 287.8 |
| buf | 1 | 3.750 |
| xor2 | 16 | 140.1 |
| nand4b | 2 | 17.52 |
| or3 | 1 | 6.260 |
| nor4b | 1 | 8.760 |
| and2 | 7 | 43.80 |
| nor3 | 14 | 106.4 |
| nor2 | 38 | 142.6 |
| dfxtp | 99 | 1982 |
Power and IR drop assume default switching activity.
